==> design/flow/design.v <==
module uart_top (
    input  wire clk,
    input  wire rst,
    input  wire tx_start,
    input  wire [7:0] tx_data,
    output wire [7:0] rx_data,
    output wire rx_done,
    output wire tx_done
);
    wire tx_wire;
    wire s_tick;
    reg [3:0] div16;
    reg baud_tick;
    reg [9:0] baud_cnt;
    always @(posedge clk or posedge rst) begin
        if (rst) begin baud_cnt<=0; end
        else if (baud_cnt==650) baud_cnt<=0;
        else baud_cnt<=baud_cnt+1;
    end
    assign s_tick = (baud_cnt==650);
    always @(posedge clk or posedge rst) begin
        if (rst) begin div16<=0; baud_tick<=0; end
        else if (s_tick)
            if (div16==15) begin div16<=0; baud_tick<=1; end
            else begin div16<=div16+1; baud_tick<=0; end
        else baud_tick<=0;
    end
    uart_tx TX (
        .clk(clk), .rst(rst),
        .baud_tick(baud_tick),
        .tx_start(tx_start),
        .tx_data(tx_data),
        .tx(tx_wire),
        .tx_done(tx_done)
    );
    uart_rx RX (
        .clk(clk), .rst(rst),
        .rx(tx_wire),
        .rx_data(rx_data),
        .rx_done(rx_done)
    );
endmodule
module uart_rx (
    input  wire clk,
    input  wire rst,
    input  wire rx,
    output reg  [7:0] rx_data,
    output reg  rx_done
);
    reg [9:0] baud_cnt;
    reg s_tick;
    always @(posedge clk or posedge rst) begin
        if (rst) begin baud_cnt<=0; s_tick<=0; end
        else if (baud_cnt==650) begin baud_cnt<=0; s_tick<=1; end
        else begin baud_cnt<=baud_cnt+1; s_tick<=0; end
    end
    parameter IDLE=2'b00, START=2'b01, DATA=2'b10, STOP=2'b11;
    reg [1:0] state;
    reg [3:0] s_count;
    reg [2:0] n_count;
    reg [7:0] b_reg;
    always @(posedge clk or posedge rst) begin
        if (rst) begin
            state<=IDLE; s_count<=0; n_count<=0; b_reg<=0;
            rx_done<=0; rx_data<=0;
        end else begin
            rx_done <= 0;
            case(state)
            IDLE:
                if (rx==0) begin s_count<=0; state<=START; end
            START:
                if (s_tick)
                    if (s_count==7) begin
                        if (rx==0) begin s_count<=0; n_count<=0; state<=DATA; end
                        else state<=IDLE;
                    end else s_count<=s_count+1;
            DATA:
                if (s_tick)
                    if (s_count==15) begin
                        s_count<=0;
                        b_reg <= {rx, b_reg[7:1]};
                        if (n_count==7) state<=STOP;
                        else n_count<=n_count+1;
                    end else s_count<=s_count+1;
            STOP:
                if (s_tick)
                    if (s_count==15) begin
                        rx_data<=b_reg;
                        rx_done<=1;
                        state<=IDLE;
                        s_count<=0;
                    end else s_count<=s_count+1;
            endcase
        end
    end
endmodule
module uart_tx (
    input  wire clk,
    input  wire rst,
    input  wire baud_tick,
    input  wire tx_start,
    input  wire [7:0] tx_data,
    output reg  tx,
    output reg  tx_done
);
    parameter IDLE=2'b00, START=2'b01, DATA=2'b10, STOP=2'b11;
    reg [1:0] state;
    reg [7:0] shift_reg;
    reg [2:0] bit_count;
    always @(posedge clk or posedge rst) begin
        if (rst) begin
            state <= IDLE;
            tx <= 1;
            tx_done <= 0;
            bit_count <= 0;
        end else begin
            tx_done <= 0;
            if (baud_tick) begin
                case(state)
                IDLE: begin
                    tx <= 1;
                    if (tx_start) begin
                        shift_reg <= tx_data;
                        state <= START;
                    end
                end
                START: begin
                    tx <= 0;
                    bit_count <= 0;
                    state <= DATA;
                end
                DATA: begin
                    tx <= shift_reg[0];
                    shift_reg <= shift_reg >> 1;
                    if (bit_count == 7) state <= STOP;
                    else bit_count <= bit_count + 1;
                end
                STOP: begin
                    tx <= 1;
                    tx_done <= 1;
                    state <= IDLE;
                end
                endcase
            end
        end
    end
endmodule
==> design/flow/run.sh <==
#!/bin/bash
# OpenROAD 26Q1-2900-gdf79404cd8, Yosys 0.63+post, stock flow scripts
make -C /OpenROAD-flow-scripts/flow DESIGN_CONFIG=/design/flow/config.mk WORK_HOME=/design/flow/orfs finish
==> design/flow/config.mk <==
export PLATFORM = sky130hd
export DESIGN_NAME = uart_top
export DESIGN_NICKNAME = uart_top
export VERILOG_FILES = /design/flow/design.v
export SDC_FILE = /design/flow/constraint.sdc
export NUM_CORES = 4
export LEC_CHECK = 1
export CORE_UTILIZATION = 40
==> design/flow/constraint.sdc <==
current_design uart_top

set clk_period 2.5
set clk_io_pct 0.2

create_clock -name clk0 -period $clk_period [get_ports {clk}]

set non_clock_inputs [all_inputs -no_clocks]
set_input_delay [expr $clk_period * $clk_io_pct] -clock clk0 $non_clock_inputs
set_output_delay [expr $clk_period * $clk_io_pct] -clock clk0 [all_outputs]
==> results.cfg <==
; generated from flow reports
[pwr]
power_switching_uw = 431.8
power.internal_uw = 1904
pwr-share-seq_pct = 49.9
finalPower_uw = 2336
clock_power_share_pct = 48.2
power_per_cell_area_nw_per_um2 = 618.5
power.static_leakage_uw = 0.001751
power.share.combinational_pct = 1.8
swShare_pct = 18.49
max_ir_drop_vdd_uv = 329.2

[yosys]
dominantRegCellSynth = sky130_fd_sc_hd__dfrtp_1
ys_seq_elements = 71
synth-seq-area-share_pct = 56.48
netlist_instances = 257
number_of_unique_standard_cell_types_used_by_synthesis = 52
library_cell_occupying_the_most_area_in_the_post_synthesis_netlist = sky130_fd_sc_hd__dfrtp_1
synth_warnings = 3
synth.cell_area_um2 = 3223
yosys-dominant-comb-family = simple AND/OR/NAND/NOR gates
synth_largest_type_area_fraction_pct = 46.58
aoi_share_pct = 8.152
ys_cells = 257
yosys.stat.chipArea_um2 = 3223
fa_ha_area_share_pct = 3.882
ys_top_cells_by_area = sky130_fd_sc_hd__dfrtp_1 (47%), sky130_fd_sc_hd__mux2_2 (9.4%), sky130_fd_sc_hd__edfxtp_1 (7.5%)
xor_share_pct = 4.348
synthMuxAreaShare_pct = 11.14
post_synthesis_async_set_or_reset_flop_share_pct = 88.73
synth_area_per_cell_um2 = 12.54
enable_flop_cells = 8
synth-simple-area-share_pct = 12.73

[die]
dieHeight_um = 91.77
row_count = 32
die_area_um2 = 8421
die.size.x_um = 91.77
io-pin-count = 21
fp.coreArea_um2 = 7767
share_of_the_core_filled_by_cells_before_placement_pct = 41.49

[clock_tree]
path_clk_slew_ns = 0.07
cts_root_buffer = sky130_fd_sc_hd__clkbuf_8
tritoncts = yes
count_of_cells_resized_by_post_cts_repair = 0
numClockSinks = 71
clock_path_buffers = 2
post-cts-setup-buffers = 0
cts.htree.levels = 3
post_cts_hold_buffer_count = 0
clock.latency.late_pin_ns = 0.34
cts_buffers = 9

[global_routing]
wire_length_of_the_first_global_routing_pass_um = 8528
pin_count_of_the_biggest_net_entering_global_routing = 39
first_global_vias = 1905
antenna_found_initial = 0
grt.total_usage_pct = 12.78
grt-ovfl-total = 0

[routing]
num_vias = 1921
diodes_inserted = 0
drc_errors = 0
drt-total-wl_um = 4794
wl_per_cell_um = 12.32
drt_pass1_iterations = 4
initialDrtViolationCount = 113
postRouteAntennaNets = 0
viasPerCell = 4.938

[final_timing]
finalMaxSlewViolations = 0
worst_hold_slack_ns = 0.5017
fin_crit_ns = 1.737
layout_worst_path_cycle_share_pct = 69.49
timing.setup.tns_ns = 0
finalHoldViolations = 0
finalClockSkew_ns = 0.009880
tightestPinTransition_ns = 0.6088
timing.final.setup_violations = 0
grt_setup_unrepaired = no
achievable-frequency_mhz = 575.6
slew-limit-headroom_pct = 59.11

[worst_hold_path]
min_from = baud_cnt[8]
min-delay-path-class = reg2reg

[cells_and_area]
largestRegisters = RX.baud_cnt (10), baud_cnt (10)
synth_to_layout_area_growth_pct = 17.16
lay_top_count = sky130_fd_sc_hd__dfrtp_1
num-fill-cells = 709
final_layout_size_suffix_gt1_share_pct = 21.60
layout.cells.most_common_list = sky130_fd_sc_hd__dfrtp_1 (60), sky130_fd_sc_hd__mux2_2 (27), sky130_fd_sc_hd__clkdlybuf4s50_1 (20)

[worst_setup_path]
crit_path_start = baud_cnt[6]
cp.required_ns = 2.72
startpoint_type_of_the_worst_setup_path = register
path_max_fanout = 12
critical_path.endpoint_type = register
worstReg2RegStart = baud_cnt[6]
criticalPathCategory = reg2reg
cp_data_arrival_time_ns = 1.96

[placement]
detailed_place_hpwl_um = 3256
place.gp.congestion = 0.7808
port_buffers = 20

[run_status]
run_status = complete, no violations

[job]
warnings = 27
drv.max_cap_violation_count = 0
cell families after synthesis:
kind of cell / Yosys count
buffers and inverters: 23
multiplexers: 32
adder cells (fa/ha/maj): 10
flip-flops: 71
AND/OR/NAND/NOR: 70
XOR/XNOR: 16
AND-OR/OR-AND: 35
critical path, cell delays in order (launching register included):
cell,delay [ns]
sky130_fd_sc_hd__dfrtp_1,0.42
sky130_fd_sc_hd__nand4bb_1,0.25
sky130_fd_sc_hd__nor4_4,0.56
sky130_fd_sc_hd__mux2_2,0.40
worst paths after layout:
path	slack [ns]	cells after the start	endpoint
worst max-delay path	0.76	3	div16[0]
min in group asynchronous	0.65	3	TX.state[2]
worst min-delay path	0.50	1	baud_cnt[8]
max in group asynchronous	1.11	4	RX.state[0]
worst min register to register	0.50	1	baud_cnt[8]
worst max register to register	0.76	3	div16[0]
cell type report:
| cell class | count | area [um2] | share of cell area [%] |
|---|---|---|---|
| Timing Repair Buffer | 22 | 215.2 | 5.699 |
| Sequential cell | 71 | 1821 | 48.21 |
| Clock buffer | 11 | 151.4 | 4.009 |
| Multi-Input combinational cell | 163 | 1297 | 34.36 |
| Inverter | 15 | 60.06 | 1.590 |
| Tap cell | 102 | 127.6 | 3.380 |
| Clock inverter | 5 | 103.9 | 2.750 |
stage by stage:
stage | setup WS [ns] | utilization (%) | cells | instance area (um2)
3_3_place_gp | 0.6419 | 45.33 | 373 | 3521
3_5_place_dp | 0.6038 | 45.33 | 373 | 3521
5_1_grt | 0.6066 | 48.61 | 389 | 3776
2_1_floorplan | 0.2978 | - | 257 | 3227
4_1_cts | 0.7312 | 48.61 | 389 | 3776
6_report | 0.7628 | 48.61 | 389 | 3776
power groups by stage:
stage / Sequential (uW) / Combinational [uW] / Clock (uW)
final: 1170 / 43.1 / 1130
after global routing: 1170 / 50.3 / 1200
after CTS: 1170 / 45.8 / 1160
layer usage:
layer / global-route usage, % / up-vias / share of wire (%)
met2: 18.61 / 11 / 44
met4: 2.344 / 0 / 1.3
met5: 0 / - / 0
met3: 1.857 / 6 / 1.9
met1: 21.68 / 941 / 53
li1: - / 963 / -
synthesized netlist by cell type (2+ instances only):
library cell	count
sky130_fd_sc_hd__a21oi_1	5
sky130_fd_sc_hd__a22o_1	6
sky130_fd_sc_hd__a31oi_1	2
sky130_fd_sc_hd__and2_1	2
sky130_fd_sc_hd__and3_1	5
sky130_fd_sc_hd__and4_1	4
sky130_fd_sc_hd__clkbuf_1	5
sky130_fd_sc_hd__dfrtp_1	60
sky130_fd_sc_hd__dfstp_2	3
sky130_fd_sc_hd__edfxtp_1	8
sky130_fd_sc_hd__ha_1	10
sky130_fd_sc_hd__inv_1	15
sky130_fd_sc_hd__mux2_2	27
sky130_fd_sc_hd__mux2i_1	4
sky130_fd_sc_hd__nand2_1	12
sky130_fd_sc_hd__nand2_2	2
sky130_fd_sc_hd__nand3_1	11
sky130_fd_sc_hd__nand3b_1	2
sky130_fd_sc_hd__nand4_1	3
sky130_fd_sc_hd__nor2_1	15
sky130_fd_sc_hd__nor2b_1	4
sky130_fd_sc_hd__o21ai_0	8
sky130_fd_sc_hd__xnor2_1	9
sky130_fd_sc_hd__xor2_1	7
No activity file was given, so power comes from the tool's default toggle rates.
