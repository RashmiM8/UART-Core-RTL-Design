**flow/config.mk**
```make
export PLATFORM = sky130hd
export DESIGN_NAME = baud_gen
export DESIGN_NICKNAME = baud_gen
export VERILOG_FILES = /design/flow/design.v
export SDC_FILE = /design/flow/constraint.sdc
export NUM_CORES = 4
export LEC_CHECK = 1
export CORE_AREA = 10 10 73 73
export DIE_AREA = 0 0 83 83
```
**flow/constraint.sdc**
```tcl
current_design baud_gen

set clk_period 2.7
set clk_io_pct 0.2

create_clock -name clk0 -period $clk_period [get_ports {clk}]

set non_clock_inputs [all_inputs -no_clocks]
set_input_delay [expr $clk_period * $clk_io_pct] -clock clk0 $non_clock_inputs
set_output_delay [expr $clk_period * $clk_io_pct] -clock clk0 [all_outputs]
```
**flow/design.v**
```verilog
module baud_gen( 
    input wire clk,
    input wire rst,
    output reg baud_tick
);
    parameter clk_freq = 100000000;
    parameter baud_rate = 9600;
    parameter DIVISOR = clk_freq/baud_rate;
    reg[13:0] count;  
    always@(posedge clk or posedge rst )begin
        if(rst)begin
          count<=0;
          baud_tick<=0;
        end
        else begin 
        if(count == DIVISOR-1)begin 
          count<=0;
          baud_tick<=1;  
        end
        else begin 
          count <= count+1;
          baud_tick<=0;
        end
      end 
    end
endmodule
```
**flow/run.sh**
```bash
#!/bin/bash
# OpenROAD 26Q1-2900-gdf79404cd8, Yosys 0.63+post, stock flow scripts
make -C /OpenROAD-flow-scripts/flow DESIGN_CONFIG=/design/flow/config.mk WORK_HOME=/design/flow/orfs finish
```
==> results.txt <==
run results: EDFF count, synth=0, maximum clock frequency=between 500 and 600 MHz, cell type with the largest total area=sky130_fd_sc_hd__dfrtp_1, Final Hold Fails=0, number of buffers between clock root and the deepest sink=2, ports placed on the boundary=3, sw power=approximately 75 uW, Vias/cell=about 4, count of endpoints failing setup in the final report=0, number of cells in Yosys stat=between 60 and 70, hold-fix buffers at CTS=0, number of max-slew violations in the final report=0, pin count of the biggest net entering global routing=16, main flop type=sky130_fd_sc_hd__dfrtp_1, cells after synthesis=between 60 and 70, Design Area, Final=between 800 and 900 um^2, Port Buffers=2, detailed-route via count=approximately 470, combinational share of power=1.4%, data arrival time at the worst-slack endpoint=1.90 ns, remaining max-slew budget at the tightest pin=63.5%, Root Driver=sky130_fd_sc_hd__clkbuf_8, CTS tree=yes, worst min-delay path class=reg -> reg, antenna-violating nets left=0, YS chip area=around 700 um^2, Log Warnings=26, power share of the clock group=roughly 43%, fraction of the yosys area taken by sequential cells=between 50% and 60%, required time at the endpoint of the critical path=between 2 and 3 ns, Synth top cell by count=sky130_fd_sc_hd__dfrtp_1, number of antenna violations at the first check in global routing=0, worst setup skew after layout=roughly 0.0013 ns, Crit Path Class=reg -> reg, top cell types by occurrence after synthesis=15 x sky130_fd_sc_hd__dfrtp_1, 7 x sky130_fd_sc_hd__nor2_1, 7 x sky130_fd_sc_hd__xor2_1, slew at the pin closest to its max-slew limit=0.547 ns, leakage component of the power=roughly 0.37 nW, clock-pin slew of the registers on the worst-case setup and hold paths=approximately 0.060 ns, Power Internal=331 uW, share of power burned in registers=55.5%, Crit path largest cell delay=~0.56 ns, maximum net fanout on the critical path=9, CP endpoint kind=flop, Sequential cell area=about 380 um^2, Ant. Diodes=0, ys flops=15, combinational gate area=approximately 320 um^2, post-synthesis average cell area=11.2 um^2, Crit-path slowest cell=sky130_fd_sc_hd__or4_4, die extent in x=roughly 83 um, setup fix buffers added after clock tree synthesis=0, largest cells by area after synthesis=sky130_fd_sc_hd__dfrtp_1 53%, sky130_fd_sc_hd__xor2_1 8.7%, sky130_fd_sc_hd__nand3_1 4.3%, sky130_fd_sc_hd__nor2_1 3.7%, sky130_fd_sc_hd__xnor2_1 3.7%, Chip Area=~0.0069 mm^2, Area leader share=about 53%, Num Clock Sinks=15, filler cell count in the final layout=around 420, post-synthesis instance area=about 700 um^2, placement row count=22, post-placement cell area=between 700 and 800 um^2, first-pass GRT wire length=between 2000 and 2500 um, total length of routed wires=1170 um, count of routing violations after the opening detailed-route iteration=9, Overflow after GRT=0, via count of the first global-routing pass=476, GR Util All Layers=3.32%, wire per inst=between 9 and 10 um, final cycle utilization of the critical path=66.1%, run status=finished, final reports clean, residual DRC count=0, area added between synthesis and finish=17.8%, fraction of synthesis flops using an asynchronous set or reset pin=approximately 100%, Sw Ratio=18.5%, post-layout min period=1.79 ns, power density relative to cell area=490 mW/mm^2, first-pass iteration count of the detailed router=4, die height=between 80 and 90 um, cts bufs inserted=3, core area=0.00374 mm^2, count of synthesis-stage warnings from yosys=1, RSZ-0062 raised after global routing=no, gp weighted congestion=0.906, Worst VDD drop=0.290 mV, count of distinct cell types in the synthesized netlist=21, Max Cap Violations=0, Resized cells post-CTS=0, crit-path cells=or4_4 > nor4_4 > nand2b_1 > mux2i_1, H-tree depth reported by CTS=1, Core Util at FP=18.8%, clock network latency to the later pin of the worst-skew pair=between 0.2 and 0.25 ns, share of final-layout standard cells stronger than drive strength 1=7.25%, Setup TNS=0 ns, crit path launch type=flop
layout by cell type, fill, tap and decap left out, types with 2 or more instances in the layout:
master                            count
sky130_fd_sc_hd__nand3_1              6
sky130_fd_sc_hd__dfrtp_1             15
sky130_fd_sc_hd__clkdlybuf4s50_1      2
sky130_fd_sc_hd__and3_1               2
sky130_fd_sc_hd__xnor2_1              3
sky130_fd_sc_hd__clkbuf_8             3
sky130_fd_sc_hd__ha_1                 2
sky130_fd_sc_hd__nor3_1               2
sky130_fd_sc_hd__nor2_1               7
sky130_fd_sc_hd__xor2_1               7
sky130_fd_sc_hd__nand4_1              3
sky130_fd_sc_hd__nand2_1              5
flip-flops by register name (all words and copies together) (netlist names):
register / count
baud_tick: 1
count: 14
through the flow:
step                      total power [mW]  std cells  hold WS, ns  utilization [%]  setup slack, ns
after floorplan                      0.232         63        0.441                -             1.06
after global placement               0.235        113        0.464             20.9            0.953
after detailed placement             0.235        113        0.472             20.9            0.915
after CTS                            0.412        117        0.485             22.1            0.907
after global routing                 0.420        117        0.518             22.1            0.821
final                                0.406        117        0.476             22.1            0.915
routing by layer:
| metal | track usage [%] | vias to the layer above | part of all wire [%] |
|---|---|---|---|
| met5 | 0 | - | 0 |
| met4 | 1.08 | 0 | 1.5 |
| met3 | 0.787 | 4 | 5.5 |
| met2 | 5.10 | 10 | 48 |
| met1 | 4.46 | 221 | 45 |
| li1 | - | 232 | - |
final cells by class:
cell class | instances | share of cell area, %
timing repair buffer | 2 | 2.42
sequential | 15 | 45.3
inverter | 1 | 0.453
multi-input combinational | 47 | 39.1
tap | 48 | 7.25
clock buffer | 4 | 5.44
power by group through the flow:
stage	combinational [mW]	sequential, mW	clock, mW
6_report	0.00550	0.225	0.175
5_1_grt	0.00663	0.225	0.189
4_1_cts	0.00603	0.225	0.181
cell families after synthesis:
group | after synthesis | share of synthesized area, %
compound gates | 1 | 0.711
xor+xnor | 10 | 12.5
fa+ha+maj | 2 | 3.56
buf+inv | 1 | 0.533
flops | 15 | 53.4
mux | 1 | 1.42
simple gates | 33 | 27.9
worst paths after layout:
| path | endpoint | start | cells after the start | slack [ns] |
|---|---|---|---|---|
| max in group asynchronous | count[7] | rst | 2 | 1.70 |
| setup / recovery | count[13] | count[6] | 4 | 0.91 |
| hold / removal | count[13] | count[13] | 1 | 0.48 |
| hold reg to reg | count[13] | count[13] | 1 | 0.48 |
| setup reg to reg | count[13] | count[6] | 4 | 0.91 |
| min in group asynchronous | baud_tick | rst | 2 | 0.64 |
critical path, delay by kind of cell, from the launching register on:
family	cells	cell delay, ns
simple gates	3	1.16
flops	1	0.44
mux	1	0.06
Power and IR drop assume default switching activity.
